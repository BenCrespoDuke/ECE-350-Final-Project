==> flow/design.v <==
module regfile(
	clock, ctrl_writeEnable, ctrl_reset, ctrl_writeReg,
	ctrl_readRegA, ctrl_readRegB, data_writeReg, data_readRegA,
	data_readRegB);
	input clock, ctrl_writeEnable, ctrl_reset;
	input [4:0] ctrl_writeReg, ctrl_readRegA, ctrl_readRegB;
	input [31:0] data_writeReg;
	output [31:0] data_readRegA, data_readRegB;
	reg[31:0] registers[31:0];
	integer count;
	initial begin
		for (count=0; count<32; count=count+1)
			registers[count] <= 0;
	end
	integer i;
	always @(posedge clock or posedge ctrl_reset)
	begin
		if(ctrl_reset)
			begin
				for(i = 0; i < 32; i = i + 1)
					begin
						registers[i] <= 32'd0;
					end
			end
		else
			if(ctrl_writeEnable && ctrl_writeReg != 5'd0)
				registers[ctrl_writeReg] <= data_writeReg;
	end
	assign data_readRegA = registers[ctrl_readRegA];
	assign data_readRegB = registers[ctrl_readRegB];
endmodule
==> flow/run.sh <==
#!/bin/bash
# OpenROAD 26Q1-2900-gdf79404cd8, Yosys 0.63+post, stock flow scripts
make -C /OpenROAD-flow-scripts/flow DESIGN_CONFIG=/design/flow/config.mk WORK_HOME=/design/flow/orfs finish
==> flow/config.mk <==
export PLATFORM = sky130hd
export DESIGN_NAME = regfile
export DESIGN_NICKNAME = regfile
export VERILOG_FILES = /design/flow/design.v
export SDC_FILE = /design/flow/constraint.sdc
export NUM_CORES = 4
export LEC_CHECK = 1
export CORE_UTILIZATION = 50
==> flow/constraint.sdc <==
current_design regfile

set clk_period 11.0
set clk_io_pct 0.2

create_clock -name clk0 -period $clk_period [get_ports {clock}]

set non_clock_inputs [all_inputs -no_clocks]
set_input_delay [expr $clk_period * $clk_io_pct] -clock clk0 $non_clock_inputs
set_output_delay [expr $clk_period * $clk_io_pct] -clock clk0 [all_outputs]
==> out/results.txt <==
DR WL met2: 105800 µm
Clk slew on worst S/H paths: 0.06 ns
Highest Signal Layer: met5
Hold WC Path Type: flip-flop to flip-flop
Max_slew headroom: 15.64%
Layout cells sized above 1: 34.17%
Final ANT Viol Nets: 0
Post-synth top cells: dfrtp_1, mux2_2, a22oi_1, nand2_1, clkbuf_1
Crit path buffers/inverters: 4
MaxCap Viol Count: 0
Cells after synthesis: 4394
I/O pins: 114
Final Hold Viols: 0
Initial Utilization: 50.47%
Switching Fraction: 29.35%
Top cell area share: 49.90%
CTS Buf Count: 111
Ys flops: 1024
Post-CTS Resized: 0
DRC: 0
Crit path cell chain: buf_4 > buf_4 > nand3b_1 > nor2_4 > buf_4 > a22oi_1 > nand4_1 > nor3_1 > a31oi_1 > clkdlybuf4s50_1
CP max stage delay: 1.26 ns
Gr usage total: 56.01%
Synth Seq Share: 49.90%
Int Power: 7.683 mW
Initial DRC Count: 6060
Crit-path most repeated cell: buf_4
Sequential Power Share: 48.4%
Yosys top cell by instances: dfrtp_1
Worst-Margin Slew: 1.265 ns
DRT Wirelength: 275000 µm
Placed Cells: 5639
Critical Path AT: 7.45 ns
Finished Layout Cells: 5868
Placeable Area: 101700 µm²
Startpoint types: input port
# setup viols final: 0
Power Dens Cells: 186.1 nW/µm²
Largest net degree at the start of global routing: 120
Post-CTS Hold Buffers: 0
DR vias: 45380
Critical-path top delay cell: nor2_4
FFs w/ async S/R, synth: 100.0%
Synth Warn #: 2
Setup TNS: 0 ns
Dpl ws: 1.891 ns
Clock Skews: 0 ns
Clock Power Share: 37.4%
WL/cell: 46.87 µm
Number of enable flip-flop cells: 0
Post-CTS Setup Inserts: 0
CP delay by family, top: simple AND/OR/NAND/NOR gates
Area leader, netlist: dfrtp_1
H-tree Lvls: 3
Global route overflow: 0
CTS tree: yes
Net switching power: 3.191 mW
# port buffers: 113
Initial DRT Pass Iterations: 27
Distinct lib cells used: 66
# rows: 117
Worst VDD drop: 0.1850 mV
Vias in the first global route: 44230
Yosys Instances: 4394
Fmax: 103.6 MHz
Late-Pin Clk Latency: 0.72 ns
Crit path kind: input port to output pin
Post-DP Area: 54390 µm²
Hold depth: 0
Final WS setup: 1.347 ns
First-pass GRT wire length: 374100 µm
R2r worst-path depth: 1
Final Total Pwr: 10.87 mW
Initial antenna violation count: 21
Final core utilization: 57.42%
CP Capture Type: output pin
Top flop regs: registers (1024)
Wire length on met1: 96370 µm
Cycle use final: 87.76%
Largest register FFs: 1024
WHS: 0.4040 ns
Synth Flop Type: dfrtp_1
Slew Viols, Final: 0
CTS root buf: clkbuf_16
Gpl congestion: 1.071
CTS Buffer Depth: 3
Leak: 25.53 nW
Detailed placer's ending HPWL: 168800 µm
Comb pwr share: 14.2%
Outcome: completed
WL met3: 47050 µm
Clk sinks: 1024
Worst Path Required: 8.80 ns
DR vias/cell: 7.734
Area grow syn2layout: 13.77%
Filler cells: 8377
Unrepaired setup endpoints after global routing: false
Cell area leaders: dfrtp_1, mux2_2, a22oi_1
Worst Path Max Fanout: 43
Die X: 322.5 µm
OpenROAD warning count: 47
Post-Synthesis Cell Area: 51350 µm²
Fin area: 58420 µm²
Largest Register: registers
Die height: 322.5 µm
Area reported by Yosys stat: 51350 µm²
Syn_area_per_cell: 11.69 µm²
Minimum clock period after layout: 9.653 ns
CP Depth: 10
Total die area: 104000 µm²
## kinds of logic (layout without fill, tap and decap cells)
group                  after synthesis  count (layout)  synth area share, %
AND-OR/OR-AND                     1077            1077                15.60
multiplexers                      1052            1052                23.00
flip-flops                        1024            1024                49.90
AND/OR/NAND/NOR                    778             778                7.425
buffers and inverters              463             550                4.062
other                                0              19                    0
## power by group through the flow
stage	Combinational (mW)	Clock [mW]	Sequential [mW]
after global routing	1.63	4.22	5.31
after CTS	1.51	4.09	5.21
final	1.54	4.07	5.26
## cell type report
class,instances,area [µm²],share of cell area [%]
diodes,19,47.55,0.08139
clock buffers,159,3363,5.757
clock inverters,51,619.3,1.060
inverters,7,30.03,0.05140
multi-input cells,2907,24210,41.45
flip-flops and latches,1024,25620,43.86
well taps,1368,1712,2.930
repair buffers,333,2810,4.810
## worst paths after layout
check	from	endpoint	slack [ns]
worst max-delay path	ctrl_readRegB[1]	data_readRegB[28]	1.35
worst min-delay path	registers[0][16]	registers[0][16]	0.40
worst max register to register	registers[5][21]	registers[5][21]	10.06
worst min register to register	registers[0][16]	registers[0][16]	0.40
max in group asynchronous	ctrl_reset	registers[14][27]	6.37
min in group asynchronous	ctrl_reset	registers[16][7]	1.87
## cells in the final DEF, fill, tap and decap left out, types with 10 or more instances in the layout
master           synthesis  layout
a2111oi_0               10      10
a211oi_1                10      10
a21oi_1                 84      84
a221oi_1                26      26
a222oi_1                22      22
a22o_1                  35      35
a22oi_1                751     751
a31oi_1                 21      21
a32oi_1                 17      17
and3_1                  15      14
buf_4                   20     217
bufinv_16                0      12
clkbuf_1               195      12
clkbuf_16                0     115
clkbuf_8                 0      32
clkdlybuf4s50_1          0     105
clkinv_2                 0      21
clkinvlp_4               0      10
dfrtp_1               1024    1024
diode_2                  0      19
mux2_2                 996     996
mux2i_1                 45      45
nand2_1                252     239
nand2_2                  0      12
nand2b_1                21      19
nand3_1                 52      50
nand4_1                101     101
nor2_1                 155     105
nor2_4                   4      71
nor3_1                  55      52
nor4_1                  35      34
o21ai_0                 30      30
o22ai_1                 12      12
o32a_1                  14      14
## routing by layer
| layer | vias to the layer above | global-route usage (%) |
|---|---|---|
| li1 | 16800 | - |
| met4 | 52 | 36.32 |
| met2 | 4257 | 70.34 |
| met1 | 22720 | 71.79 |
| met3 | 1555 | 35.55 |
| met5 | - | 5.093 |
Power figures rest on the tool's default switching activity, not on a simulated workload.
